===== flow/design.v =====
`timescale 1ns/1ps
module BIT_COUNTER(
    input clk,
    input rst,
    input bit_enb,
    output RX_CMP
);
reg [3:0] count_value;
reg rx_cmp_reg;
always@(posedge clk or posedge rst)
begin
    if(rst)
        count_value <= 0;
    else if(bit_enb)
        count_value <= count_value + 1;
end
always@(posedge clk or posedge rst)
begin
    if(rst)
        rx_cmp_reg <= 0;
    else
        rx_cmp_reg <= (count_value == 4'd9);
end
assign RX_CMP = rx_cmp_reg;
endmodule
module RX_CONTROLLER(
    input clk,
    input rst,
    input serial_in,
    input RX_CMP,
    input SAMPLING_DONE,
    output reg shift_en,
    output reg ld_data,
    output reg count_enb,
    output reg RX_DONE
);
reg [2:0] ps, ns;
parameter idle  = 3'b000;
parameter check_bit_count = 3'b001;
parameter wait_for_sample = 3'b010;
parameter shift_data = 3'b011;
parameter check_stop_bit = 3'b101;
parameter load_data = 3'b110;
always @(posedge clk or posedge rst) begin
    if (rst) begin
        ps <= idle;
    end
    else begin
        ps <= ns;
    end
end
always @(*) begin
    case (ps)
    idle: ns = serial_in ? idle : check_bit_count ;
    check_bit_count: ns = RX_CMP ? check_stop_bit : wait_for_sample ;
    wait_for_sample: ns = SAMPLING_DONE ? shift_data : wait_for_sample ;
    shift_data: ns = check_bit_count;
    check_stop_bit: ns = load_data;
    load_data: ns = idle;
    default: ns = idle;
    endcase
end
always @(*) begin
    case (ps)
    idle: begin
        shift_en = 0;
        ld_data = 0;
        count_enb = 0;
        RX_DONE = 0;
    end
    check_bit_count: begin
        shift_en = 0;
        ld_data = 0;
        count_enb = 0;
        RX_DONE = 0;
    end
    wait_for_sample: begin
        shift_en = 0;
        ld_data = 0;
        count_enb = 1;
        RX_DONE = 0;
    end
    shift_data: begin
        shift_en = 1;
        ld_data = 0;
        count_enb = 0;
        RX_DONE = 0;
    end
    check_stop_bit: begin
        shift_en = 0;
        ld_data = 0;
        count_enb = 0;
        RX_DONE = 0;
    end
    load_data: begin
        shift_en = 0;
        ld_data = 1;
        count_enb = 0;
        RX_DONE = 1;
    end
    default: begin
        shift_en = 0;
        ld_data = 0;
        count_enb = 0;
        RX_DONE = 0;
    end
    endcase
end
endmodule
`timescale 1ns/1ps
module RX_DATAPATH #(
    parameter DATAWIDTH = 8
)(
    input wire clk,
    input wire rst,
    input wire serial_in,
    input wire shift_en,
    input wire bit_enb,
    input wire ld_data,
    input wire count_enb, 
    output wire [DATAWIDTH-1:0] RX_DATA,
    output wire RX_CMP,
    output wire SAMPLING_DONE
);
    wire [DATAWIDTH-1:0] parallel_out;
    SIPO_REG #(.DATA_WIDTH(DATAWIDTH)) sipo_inst (
        .clk(clk),
        .reset(rst),
        .serial_in(serial_in),
        .shift_en(shift_en),
        .parallel_out(parallel_out)
    );
    BIT_COUNTER bit_counter_inst (
        .clk(clk),
        .rst(rst),
        .bit_enb(bit_enb),
        .RX_CMP(RX_CMP)
    );
    sample_counter sample_counter_inst (
        .clk(clk),
        .reset(rst),
        .count_enb(count_enb),  
        .SAMPLING_DONE(SAMPLING_DONE)
    );
    Reg_out #(.DATA_WIDTH(DATAWIDTH)) reg_out_inst (
        .clk(clk),
        .rst(rst),
        .Parallel_in(parallel_out),
        .ld_data(ld_data),
        .RX_DATA(RX_DATA)
    );
endmodule
`timescale 1ns/1ps
module RX_TOPMODULE #(
    parameter DATAWIDTH = 8
)(
    input wire clk,
    input wire rst,
    input wire serial_in,
    input bit_enb,
    output wire [DATAWIDTH-1:0] RX_DATA,
    output wire RX_DONE
);
    wire shift_en, count_enb, ld_data, RX_CMP, SAMPLING_DONE;
    RX_CONTROLLER rx_ctrl (
        .clk(clk),
        .rst(rst),
        .RX_CMP(RX_CMP),
        .SAMPLING_DONE(SAMPLING_DONE),
        .shift_en(shift_en),
        .count_enb(count_enb),
        .ld_data(ld_data),
        .RX_DONE(RX_DONE)
    );
    RX_DATAPATH #(.DATAWIDTH(DATAWIDTH)) RX_dp (
        .clk(clk),
        .rst(rst),
        .serial_in(serial_in),
        .shift_en(shift_en),
        .bit_enb(bit_enb),  
        .ld_data(ld_data),
        .count_enb(count_enb),
        .RX_DATA(RX_DATA),
        .RX_CMP(RX_CMP),
        .SAMPLING_DONE(SAMPLING_DONE)
    );
endmodule
module sample_counter(
    input clk,
    input reset,
    input count_enb,  
    output SAMPLING_DONE
);
    reg temp_sampling;
    reg [3:0] count;
    always @(posedge clk or posedge reset) begin
        if (reset) begin
            count <= 4'b0;
            temp_sampling <= 1'b0;
        end else if (count_enb) begin  
            if (count == 4'd15) begin
                temp_sampling <= 1'b1;
            end else begin
                count <= count + 1;
                temp_sampling <= 1'b0;
            end
        end
    end
    assign SAMPLING_DONE = temp_sampling;
endmodule
module SIPO_REG #(
    parameter DATA_WIDTH = 8
)(
    input wire clk,
    input wire reset,
    input wire serial_in,
    input wire shift_en,
    output reg [DATA_WIDTH-1:0] parallel_out
);
    reg [DATA_WIDTH-1:0] shift_reg;
    always @(posedge clk or posedge reset) begin
        if (reset) begin
            shift_reg <= {DATA_WIDTH{1'b0}};
            parallel_out <= {DATA_WIDTH{1'b0}};
        end else if (shift_en) begin
            shift_reg <= {shift_reg[DATA_WIDTH-2:0], serial_in};
            parallel_out <= shift_reg;
        end
    end
endmodule
`timescale 1ns/1ps
module Reg_out #(DATA_WIDTH = 8)(
    input clk, 
    input rst,
    input [DATA_WIDTH-1:0] Parallel_in,
    input ld_data,
    output [DATA_WIDTH-1:0] RX_DATA
    );
reg [DATA_WIDTH-1:0]temp_out;
always @(posedge clk or posedge rst) begin
    if (rst) begin
        temp_out <= 1'd0;  
    end else if (ld_data) begin
        temp_out <= Parallel_in;
    end
end
assign RX_DATA = temp_out;
endmodule

===== flow/run.sh =====
#!/bin/bash
# OpenROAD 26Q1-2900-gdf79404cd8, Yosys 0.63+post, stock flow scripts
make -C /OpenROAD-flow-scripts/flow DESIGN_CONFIG=/design/flow/config.mk WORK_HOME=/design/flow/orfs finish

===== flow/config.mk =====
export PLATFORM = sky130hd
export DESIGN_NAME = RX_TOPMODULE
export DESIGN_NICKNAME = RX_TOPMODULE
export VERILOG_FILES = /design/flow/design.v
export SDC_FILE = /design/flow/constraint.sdc
export NUM_CORES = 4
export LEC_CHECK = 1
export CORE_AREA = 10 10 98 98
export DIE_AREA = 0 0 108 108

===== flow/constraint.sdc =====
current_design RX_TOPMODULE

set clk_period 1.5
set clk_io_pct 0.2

create_clock -name clk0 -period $clk_period [get_ports {clk}]

set non_clock_inputs [all_inputs -no_clocks]
set_input_delay [expr $clk_period * $clk_io_pct] -clock clk0 $non_clock_inputs
set_output_delay [expr $clk_period * $clk_io_pct] -clock clk0 [all_outputs]

==> impl.org <==
* Flow results

** Worst setup path
- For the worst setup path, the data required time is 1200 ps.
- Startpoint Class :: register
- Ordered cell list for the critical path :: clkdlybuf4s50_1
- Looking at the critical path, the highest net fanout was 2.
- Delay-heaviest family, CP :: buffers and inverters
- Setup CP Type :: register to output pin
- The timing report gives the biggest stage delay along the critical path as 480 ps.
- Data on the critical path arrives at its endpoint at 1090 ps.
- Setup crit end kind :: output pin
- CP bufs+invs :: 1
- The largest individual stage delay along the critical path comes from the cell clkdlybuf4s50_1.

** Yosys
- In this run the biggest area consumer among cell types represents 63.94% of the synthesized area.
- The synthesis log from Yosys contains 6 warnings.
- Top cells by area :: dfrtp_1 (64%), mux2_2 (16%), ha_1 (3.0%)
- Sequential cell area fraction in the yosys report :: 63.94%
- Chip area in the Yosys report :: 1252 um^2
- Looking at area per cell type in the netlist, the leader is dfrtp_1.
- Post-synthesis instance area :: 1252 um^2
- Average footprint of a synthesized cell :: 14.40 um^2
- Number of cells in the yosys synthesis report :: 87
- Yosys reported a register bit count of 32.
- Per the post-synthesis report, the number of cells in the design is 87.
- Per the synthesis report, the number of distinct cell types is 21.

** Power and ir drop
- Per report_power, the clock group accounts for 41.5% of the total.
- Internal power contribution :: 1488 uW
- Combinational fraction of design power :: 7.0%
- Looking at the power breakdown, sequential logic takes 51.5% of the total.
- Switching power :: 423.0 uW
- For this design the ratio of total power to cell area is 1179 nW/um^2.
- The analysis attributes to cell leakage a power of 0.0007480 uW.
- Share of total power consumed by net switching :: 22.13%
- VDD sags by at most 0.6207 mV.

** Clocking
- The report puts the hold buffer count at CTS at 0.
- Clock tree from TritonCTS :: yes
- Clock latency of the later-clocked register in the worst-skew pair :: 270 ps
- Level count of the clock H-tree :: 2
- Clock Path Buffers :: 2
- Number of clock buffers inserted by TritonCTS :: 5
- Clock Sink Count :: 32
- Post-CTS repair ended up resizing 0 cells.
- Number of setup buffers added after CTS :: 0
- Clock slew at the register clock pins of the worst setup and hold paths :: 70 ps
- CTS Root Cell :: clkbuf_8

** Drt
- Count of unresolved DRC violations after routing :: 0
- Iteration-0 DRC count of the detailed router :: 48
- Per the detailed-route log, wirelength across all metal layers totals 1.794 mm.
- Wire length per cell :: 8.625 um
- Drt pass-1 iters :: 2
- After detailed routing, the number of vias per cell comes to 3.313.
- Antenna repair during routing inserted a diode count of 0.
- Antenna violation net count after detailed routing :: 0
- The routed layout has 689 vias.

** STA
- Maximum clock frequency :: 717.4 MHz
- Endpoints failing hold in the final report were tallied at 0.
- The worst pin sits at a relative slew slack of 74.63%.
- Setup repair after global routing left no endpoint under its margin.
- Setup slack closes at 106.0 ps.
- Minimum clock period after layout :: 1394 ps
- The final timing report counts setup violations totalling 0.
- Final count of pins violating max slew :: 0
- In the finished design, the share of the clock period the worst path needs comes to 92.93%.
- Across all hold checks on the routed design, the worst slack comes to 347.9 ps.
- Setup TNS :: 0 ps
- Worst clock skew :: 5.752 ps
- Worst Max-Slew Pin Slew :: 380.5 ps

** GRT
- The first global-routing pass estimated 3.180 mm of wire.
- Global routing consumed, on the met1 layer, 4.008% of the routing resources.
- Vias in the first global route :: 698
- Routing resource usage on met2 recorded by global route was 5.172%.
- GRT Util Overall :: 3.274%
- Entering global routing, the biggest net connects 33 pins.
- Met3 usage in global routing :: 1.627%
- The number of antenna violations at the first check in global routing was 0.
- The total overflow left after global routing is 0.
- GRT busiest layer :: met2

** Floorplan
- Count of standard-cell rows :: 32
- The die covers 11660 um^2.
- The vertical die dimension reported for this design is 108 um.
- IO Pins :: 13
- Before placement the cells fill 16.38% of the core.
- Per the OpenROAD floorplan log, the area of the core is 7647 um^2.
- In this run the horizontal extent of the chip is 108 um.

** Run status
- The flow ran to the end, and the final reports show no timing, DRC or antenna violations.

** Placement
- Summing all placed instances gives a cell area of 1510 um^2.
- The HPWL after detailed placement is 1.293 mm.
- Logged for this run, the post-placement worst setup slack is 233.7 ps.
- After its last routability iteration, the placer logged a weighted congestion of 0.7150.
- During placement, the flow inserted port buffers numbering 12.
- Cell count after placement :: 200

** Cells and area
- Per the run report, area growth between synthesis and finish was 29.47%.
- For this run, the number of standard cells in the final layout without fillers is 208.
- Largest registers :: RX_dp.reg_out_inst.temp_out x8, RX_dp.sipo_inst.parallel_out x8, rx_ctrl.ps x5
- In the final layout, the share of cells above drive strength 1 is 28.30%.
- Summing all non-filler instances in the final layout gives an area of 1622 um^2.

** Run
- Across all stage logs, warnings added up to 26.
- Max Cap Viol :: 0

** Worst hold path
- Kind of path behind the tightest hold check :: primary input to async pin
cell families (layout without fill, tap and decap cells):
group | Yosys count | count (layout) | share of synthesized area, %
muxes | 19 | 19 | 17.38
adders and majority gates | 3 | 3 | 2.997
xor gates and xnor gates | 3 | 3 | 2.098
buffers and inverters | 7 | 26 | 2.597
and+or+nand+nor | 17 | 17 | 7.992
DFF | 32 | 32 | 63.94
AOI/OAI and AO/OA | 6 | 6 | 2.997
per-layer routing:
metal	vias to the layer above	routed length (um)
met3	0	159
met2	16	751
met1	332	884
met4	0	0
met5	-	0
li1	341	-
synth_stat cells:
master     n
xor2_1     1
nand2_1    3
ha_1       3
nand4_2    1
inv_1      4
o211ai_1   2
mux2_2    18
nand4_1    3
nand2b_1   4
nor2b_1    1
mux2_4     1
dfrtp_1   32
buf_4      1
nor2_1     2
a31oi_1    1
a21oi_1    2
and2_1     2
buf_2      2
and3_1     1
xnor2_1    2
o22ai_1    1
per-stage QoR:
step | total power (uW) | util (%)
floorplan | 1091 | -
CTS | 1949 | 21.20
global route | 2031 | 21.20
global placement | 1136 | 19.75
finish | 1911 | 21.20
detailed placement | 1138 | 19.75
cells in the final DEF, fill, tap and decap left out, types with 2 or more instances in the layout:
master	synthesis	layout
a21oi_1	2	2
and2_1	2	2
clkbuf_8	0	5
clkdlybuf4s50_1	0	12
dfrtp_1	32	32
ha_1	3	3
inv_1	4	4
mux2_2	18	18
nand2_1	3	3
nand2b_1	4	4
nand4_1	3	3
nor2_1	2	2
o211ai_1	2	2
xnor2_1	2	2
power groups by stage:
stage | clock network [uW] | logic, uW | registers [uW]
5_1_grt | 873 | 165 | 993
6_report | 793 | 134 | 984
4_1_cts | 829 | 137 | 983
layout make-up:
class                           count  area, um^2
Sequential cell                    32       800.8
Fill cell                         810        6026
Tap cell                          102       127.6
Inverter                            4       15.01
Timing Repair Buffer               14       147.6
Clock buffer                        5       68.82
Multi-Input combinational cell     48       419.2
Clock inverter                      3       42.54
worst paths after layout:
| kind | to | slack [ps] | startpoint | cells after the start |
|---|---|---|---|---|
| min in group clk0 | rx_ctrl.ps[2]$_DFF_PP0_ | 350 | rx_ctrl.ps[4]$_DFF_PP0_ | 0 |
| worst min register to register | rx_ctrl.ps[2]$_DFF_PP0_ | 350 | rx_ctrl.ps[4]$_DFF_PP0_ | 0 |
| worst max-delay path | RX_DATA[7] | 110 | RX_dp.reg_out_inst.temp_out[7]$_DFFE_PP0P_ | 1 |
| max in group asynchronous | RX_dp.sample_counter_inst.temp_sampling$_DFFE_PP0P_ | 970 | rst | 3 |
| worst max register to register | RX_dp.sample_counter_inst.temp_sampling$_DFFE_PP0P_ | 210 | RX_dp.sample_counter_inst.count[0]$_DFFE_PP0P_ | 3 |
| worst min-delay path | RX_dp.reg_out_inst.temp_out[7]$_DFFE_PP0P_ | 350 | rst | 3 |
Power figures rest on the tool's default switching activity, not on a simulated workload.
