## design/flow/run.sh

```bash
#!/bin/bash
# OpenROAD 26Q1-2900-gdf79404cd8, Yosys 0.63+post, stock flow scripts
make -C /OpenROAD-flow-scripts/flow DESIGN_CONFIG=/design/flow/config.mk WORK_HOME=/design/flow/orfs finish
```

## design/flow/config.mk

```make
export PLATFORM = sky130hd
export DESIGN_NAME = data_sampler
export DESIGN_NICKNAME = data_sampler
export VERILOG_FILES = /design/flow/design.v
export SDC_FILE = /design/flow/constraint.sdc
export NUM_CORES = 4
export LEC_CHECK = 1
export CORE_AREA = 10 10 112 112
export DIE_AREA = 0 0 122 122
```

## design/flow/constraint.sdc

```tcl
current_design data_sampler

set clk_period 3.3
set clk_io_pct 0.2

create_clock -name clk0 -period $clk_period [get_ports {clk}]

set non_clock_inputs [all_inputs -no_clocks]
set_input_delay [expr $clk_period * $clk_io_pct] -clock clk0 $non_clock_inputs
set_output_delay [expr $clk_period * $clk_io_pct] -clock clk0 [all_outputs]
```

## design/flow/design.v

```verilog
 module data_sampler #(parameter PWIDTH =6)(clk, rst, prescale, edge_counter, data_sampling_en, rx_in, sampled_bit);
    input clk, rst;
    input [PWIDTH-1:0] prescale, edge_counter;
    input data_sampling_en;
    input rx_in;
    output reg sampled_bit;
    wire [PWIDTH-1:0]num_samples;
    reg [PWIDTH-1:0]counter, ones, zeros;
    assign num_samples = ( prescale >> 2 ) +1; 
    always@(posedge clk or negedge rst) begin
        if(!rst)
            counter <= 0;
        else if(data_sampling_en) begin
            if((edge_counter >= num_samples) && (counter != num_samples))
                counter <= counter +1;
             else
                counter <= 0;
            end
    end
    always @(posedge clk or negedge rst) begin
        if(!rst) begin
            ones        <= 0;
            zeros       <= 0;
            sampled_bit <= 0;
        end
        else if(data_sampling_en) begin
            if((edge_counter >= num_samples) && (counter != num_samples)) begin
                if(rx_in)
                    ones <= ones +1;
                else
                    zeros <= zeros +1;
            end
            else begin
                if(ones > zeros) begin
                    sampled_bit <= 1'b1;  
                    ones        <= 0;
                    zeros       <= 0;
                end
                else begin
                    sampled_bit <= 1'b0;  
                    ones        <= 0;
                    zeros       <= 0;
                end
            end
        end
    end
 endmodule
```

==> notes.md <==
fresh numbers from the pnr run: via count=1104, GRT overflow=0, most frequent cells in the layout=19 x dfrtp_1, 18 x inv_1, 15 x ha_1, placed inst area=1760 um2, critical-path cell list=clkdlybuf4s50_1 -> ha_1 -> xnor2_2 -> ha_1 -> a21o_1 -> a31oi_2 -> o21ai_2 -> buf_4 -> a31o_1 -> o2bb2ai_1, Worst-Margin Slew=0.576 ns, IO Pins=17, Post-CTS Setup Repair Bufs=0, Pleak=0.000701 uW, final cycle utilization of the critical path=87.0%, Worst-path clk slew=0.07 ns, Initial DRC Count=61, DRC=0, worst-path fanout max=6, Cell Type Count=40, Core Util at FP=14.3%, # diodes=0, Worst Path Buf+Inv=2, first-pass GRT wire length=5260 um, Critical Path Source Type=input pin, ys async rst share=100%, CP max stage delay=0.49 ns, Port-buffer cells=14, area grow syn2layout=23.5%, Final min period=2.87 ns, total iterations of the first detailed-routing run=4, Synth Cell Area=1460 um2, Clk Latency, worst-skew pair=0.26 ns, std cell rows=37, Die Ht=122 um, Slew HR=61.6%, CP dominant cell by count=ha_1, Yosys chip area=1460 um2, yosys cell count=150, flops out of synthesis=19, Commonest Layout Cell=dfrtp_1, Log Warnings=27, Final Hold Viols=0, clk sink count=19, vias per cell=3.66, CTS Hold Buffers Added=0, chip width=122 um, DP HPWL=2250 um, final antenna-violating net count=0, Sum Neg Setup Slack=0 ns, worst vdd rail ir drop=0.000233 V, number of CTS-inserted buffers=3, clock root buffer=clkbuf_8, RSZ-0062 raised after global routing=false, WS Path Type=in -> reg, htree depth=1, Critical Path Slowest Stage Cell=clkdlybuf4s50_1, total die area=14900 um2, synthesized instance count=150, Min-Delay Path Class=reg -> reg, post-cts sizing count=0, Post-Layout Inst Area=1800 um2, flip-flops with a built-in enable=0, sequential share of the synthesized area=32.6%, Hold WS=0.492 ns, clock skew=0.00327 ns, status=complete, no violations, vias in the first global route=1085, syn_area_per_cell=9.73 um2, Worst EP arrival=3.01 ns, CP Capture Type=flip-flop, Fmax=348 MHz, Total Routing Usage GR=4.21%, Core Footprint=10200 um2, Worst EP required=3.44 ns, largest net degree at the start of global routing=20, Warnings, synthesis=1, CP delay by family, top=AND-OR/OR-AND gates, Final Routed Wirelength=2930 um, clk buf depth=2, max-cap violation count=0, layout cell share with drive strength beyond 1=13.3%, initial antenna violation count=0, CTS tree=done, Cell Pwr Density=525 nW/um2, Final setup viols=0, gpl congestion=0.799, Top FF cell, synth=dfrtp_1, Avg WL per Cell=9.70 um, Final Max Tran Viols=0
[cells in the mapped netlist (all sizes together), types with 3 or more instances]
| master | n | share of area [%] |
|---|---|---|
| a21oi | 3 | 1.3 |
| nand4 | 7 | 4.0 |
| xor2 | 3 | 2.3 |
| xnor2 | 6 | 5.1 |
| nand2 | 10 | 2.6 |
| o22ai | 12 | 5.6 |
| dfrtp | 19 | 33 |
| ha | 15 | 13 |
| inv | 19 | 4.9 |
| nand3 | 8 | 3.6 |
| nor2 | 3 | 0.77 |
| buf | 4 | 2.2 |
| a31oi | 12 | 6.6 |
| nand2b | 8 | 3.4 |
| o2bb2ai | 4 | 2.4 |
[where the power goes]
group          internal (uW)  leakage (uW)  switching (uW)
clock network           83.9     0.0000255            78.9
logic                    201      0.000425             211
registers                299      0.000250            73.7
total                    583      0.000701             363
[per-stage QoR]
stage	setup WS, ns	cells	util, %	power (uW)
5_1_grt	0.249	302	17.6	1030
2_1_floorplan	0.871	150	-	683
6_report	0.428	302	17.6	946
4_1_cts	0.410	302	17.6	959
3_5_place_dp	0.140	298	17.2	788
3_3_place_gp	0.154	298	17.2	780
[worst reg2reg max path, delay by kind of cell, from the launching register on]
family	cells	cell delay, ns
flip-flops	1	0.44
XOR/XNOR	2	0.42
multiplexers	1	0.33
AND/OR/NAND/NOR	1	0.29
AND-OR/OR-AND	1	0.25
[per-layer routing]
metal	GRT usage [%]	vias up	share of wire (%)
met5	0	-	0
met3	1.83	2	9.1
li1	-	573	-
met2	5.92	27	37
met1	6.09	502	54
met4	0.298	0	0.72
[flip-flops by register name, indices dropped and copies added (netlist names)]
| name | flops |
|---|---|
| zeros | 6 |
| ones | 6 |
| sampled_bit | 1 |
| counter | 6 |
[final timing paths]
| check | from | end | slack (ns) | depth (start not counted) |
|---|---|---|---|---|
| max in group asynchronous | rst | ones[0] | 2.36 | 2 |
| setup reg to reg | counter[3] | sampled_bit | 1.46 | 5 |
| min in group asynchronous | rst | counter[2] | 0.74 | 2 |
| hold / removal | sampled_bit | sampled_bit | 0.49 | 1 |
| hold reg to reg | sampled_bit | sampled_bit | 0.49 | 1 |
| setup / recovery | prescale[2] | ones[0] | 0.43 | 10 |
[logic make-up after synthesis]
| family | after synthesis | synth area share [%] |
|---|---|---|
| AND/OR/NAND/NOR | 41 | 16.7 |
| AND-OR/OR-AND | 39 | 20.9 |
| buffers and inverters | 25 | 7.98 |
| flip-flops | 19 | 32.6 |
| adder cells (fa/ha/maj) | 15 | 12.9 |
| XOR/XNOR | 9 | 7.46 |
| multiplexers | 2 | 1.46 |
[final cells by class]
class | count | area (um2)
flip-flops and latches | 19 | 475
clock buffers | 3 | 41.3
repair buffers | 17 | 163
clock inverters | 1 | 5.00
fillers | 1116 | 8430
well taps | 136 | 170
inverters | 20 | 80.1
multi-input cells | 106 | 867
No activity file was given, so power comes from the tool's default toggle rates.
