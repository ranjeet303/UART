[design/flow/config.mk]
export PLATFORM = sky130hd
export DESIGN_NAME = edge_counter
export DESIGN_NICKNAME = edge_counter
export VERILOG_FILES = /design/flow/design.v
export SDC_FILE = /design/flow/constraint.sdc
export NUM_CORES = 4
export LEC_CHECK = 1
export CORE_AREA = 10 10 70 70
export DIE_AREA = 0 0 80 80
[design/flow/constraint.sdc]
current_design edge_counter

set clk_period 4.7
set clk_io_pct 0.2

create_clock -name clk0 -period $clk_period [get_ports {clk}]

set non_clock_inputs [all_inputs -no_clocks]
set_input_delay [expr $clk_period * $clk_io_pct] -clock clk0 $non_clock_inputs
set_output_delay [expr $clk_period * $clk_io_pct] -clock clk0 [all_outputs]
[design/flow/design.v]
 module edge_counter #(parameter PWIDTH = 6)(clk, rst, enable, prescale, bit_counter, edge_counter);
    input clk, rst, enable;
    input [PWIDTH-1:0]prescale;
    output reg [PWIDTH-2:0] bit_counter;
    output reg [PWIDTH-1:0] edge_counter;
    wire edge_counter_done;
    assign edge_counter_done = (edge_counter == prescale-1)? 1'b1:1'b0;
    always @(posedge clk, negedge rst) begin
        if(!rst) begin
            edge_counter <= 0;
        end
        else if(enable) begin
            if(!edge_counter_done)
                edge_counter <= edge_counter +1;
            else
                edge_counter <= 0;
        end
        else
            edge_counter <= 0;    
    end
    always @(posedge clk, negedge rst) begin
        if(!rst) begin
            bit_counter <= 0;
        end
        else if(enable) begin
            if(edge_counter_done)
                bit_counter <= bit_counter +1;
            else
                bit_counter <= bit_counter;
        end
        else
            bit_counter <= 0;
    end
 endmodule
[design/flow/run.sh]
#!/bin/bash
# OpenROAD 26Q1-2900-gdf79404cd8, Yosys 0.63+post, stock flow scripts
make -C /OpenROAD-flow-scripts/flow DESIGN_CONFIG=/design/flow/config.mk WORK_HOME=/design/flow/orfs finish
==> job_summary.md <==
## Implementation flow summary

| Metric | Value |
|---|---|
| Run status | `complete, no violations` |
| Total via count in the routed design | `558` |
| Area of the multi-input gates | `383 um^2` |
| Final setup violation count | `0` |
| Std-Cell Core Area | `0.00342 mm^2` |
| Endpoint class of the critical path | `flop` |
| Final Critical Period | `2.85 ns` |
| RSZ-0062 raised after global routing | `false` |
| Crit path max fanout | `7` |
| Violation count after the first detailed-routing iteration | `41` |
| Total die area | `0.00640 mm^2` |
| Sum of negative setup slack | `0 ns` |
| Number of distinct library cell variants in the gate-level netlist after synthesis | `24` |
| Yosys Chip Area | `678 um^2` |
| Number of hold violations in the final report | `0` |
| CTS hold repair buffers | `0` |
| Register clock-pin slew on the reported worst setup and hold paths | `0.07 ns` |
| Clock root buffer | `sky130_fd_sc_hd__clkbuf_4` |
| Maximum buffer depth of the clock tree | `2` |
| Clock latency (worst-skew pair) | `0.26 ns` |
| CP Depth | `8` |
| Number of synthesis warnings | `1` |
| Nature of the critical path startpoint | `input pin` |
| Max-slew headroom at the worst pin | `66.5%` |
| Clock Sinks | `11` |
| Maximum number of pins on one net before global-route repair | `12` |
| Met1 track demand over resource | `6.44%` |
| Number of DRC violations after detailed routing | `0` |
| Transition time at the pin with the least slew margin | `0.499 ns` |
| Crit-path max cell delay | `0.49 ns` |
| Routing usage on met3 | `1.36%` |
| Total power per unit cell area | `211 mW/mm^2` |
| Top-level I/O count | `20` |
| Number of gates given a new drive strength after cts | `0` |
| Level count of the clock H-tree | `1` |
| Sequential cell area fraction in the yosys report | `40.6%` |
| Cell family contributing the most delay on the critical path | `simple AND/OR/NAND/NOR gates` |
| Inst Count DP | `133` |
| Skew final | `0.00531 ns` |
| Post-synth regs | `11` |
| Number of violations of the max-capacitance limit | `0` |
| Hold-critical path depth | `1` |
| Fin cells | `137` |
| Fraction of final layout cells sized beyond drive strength 1 | `4.40%` |
| Sum of routed wire length over all layers | `1480 um` |
| Post-CTS setup-driven buffer insertion count | `0` |
| Number of fill cells in the layout | `356` |
| Power after layout | `0.199 mW` |
| Number of antenna repair diodes | `0` |
| Count of buffers from port buffering | `19` |
| Half-perimeter wire length after placement | `1170 um` |
| Iteration count of the initial detailed-routing pass | `3` |
| Final period utilization | `60.7%` |
| Min setup slack post-route | `1.85 ns` |
| Antenna violations before repair | `0` |
| Wire length of the first global-routing pass | `2430 um` |
| Leakage power summed over all cells | `0.381 nW` |
| Die width | `80 um` |
| Cells on worst reg2reg path | `5` |
| Area overhead of the layout relative to synthesis | `39.7%` |
| Data arrival at the endpoint of the critical path | `3.05 ns` |
| Fmax | `350 MHz` |
| Path class of the lowest-slack min-delay path | `reg2reg` |
| Master of the slowest instance on the critical path | `sky130_fd_sc_hd__or4_1` |
| Place WS | `1.56 ns` |
| Vias in the first global route | `512` |
| Wirelength per Cell | `10.8 um` |
| Die Height | `80 um` |
| Routing layer with the top usage in global route | `met1` |
| Worst supply voltage drop on vdd | `0.0438 mV` |
| Row Count | `21` |
| Req. time, crit path | `4.89 ns` |
| GRT met2 Usage | `6.18%` |
| Syn Inst Count | `69` |
| Cell-by-cell trace of the critical path | `clkdlybuf4s50_1, inv_1, ha_1, nor3b_1, o2111ai_1, a211o_1, or4_1, a21boi_1` |
| Synth Cell Area | `678 um^2` |
| Remaining antenna violation count after routing | `0` |
| Syn_area_per_cell | `9.83 um^2` |
| Storage cell area | `275 um^2` |
| TritonCTS Buffers | `3` |
| Total grt overflow | `0` |
| Classification of the worst setup path | `in2reg` |
| Total global-route track usage | `4.49%` |
| Yosys cell count | `69` |
| Count of buffering cells on the critical path with inverters included | `2` |
| Core utilization at floorplan | `19.9%` |
| Routability-driven placement congestion ratio | `0.727` |
| CTS tree | `yes` |
| Final max-slew violation count | `0` |
| Total number of warnings across the stage logs | `25` |
| Vias per cell | `4.07` |
[layout by cell type, fill, tap and decap left out]
| master | netlist | routed |
|---|---|---|
| sky130_fd_sc_hd__a211o_1 | 1 | 1 |
| sky130_fd_sc_hd__a21boi_1 | 1 | 1 |
| sky130_fd_sc_hd__clkbuf_1 | 0 | 1 |
| sky130_fd_sc_hd__clkbuf_4 | 0 | 3 |
| sky130_fd_sc_hd__clkdlybuf4s50_1 | 0 | 19 |
| sky130_fd_sc_hd__dfrtp_1 | 11 | 11 |
| sky130_fd_sc_hd__ha_1 | 3 | 3 |
| sky130_fd_sc_hd__inv_1 | 4 | 4 |
| sky130_fd_sc_hd__mux2i_1 | 4 | 4 |
| sky130_fd_sc_hd__nand2_1 | 6 | 6 |
| sky130_fd_sc_hd__nand2b_1 | 3 | 3 |
| sky130_fd_sc_hd__nand3_1 | 4 | 4 |
| sky130_fd_sc_hd__nor2_1 | 9 | 9 |
| sky130_fd_sc_hd__nor2b_1 | 1 | 1 |
| sky130_fd_sc_hd__nor3_1 | 1 | 1 |
| sky130_fd_sc_hd__nor3_2 | 1 | 1 |
| sky130_fd_sc_hd__nor3b_1 | 1 | 1 |
| sky130_fd_sc_hd__o2111ai_1 | 1 | 1 |
| sky130_fd_sc_hd__o21ai_1 | 1 | 1 |
| sky130_fd_sc_hd__o311ai_0 | 1 | 1 |
| sky130_fd_sc_hd__o31ai_1 | 1 | 1 |
| sky130_fd_sc_hd__o41ai_1 | 1 | 1 |
| sky130_fd_sc_hd__or4_1 | 1 | 1 |
| sky130_fd_sc_hd__xnor2_1 | 6 | 6 |
| sky130_fd_sc_hd__xnor3_1 | 1 | 1 |
| sky130_fd_sc_hd__xor2_1 | 5 | 5 |
[registers in the layout (all words and copies together), names as in the netlist]
register,count
edge_counter,6
bit_counter,5
[metal layers]
layer | vias up | wire length, um
met5 | - | 0
met4 | 0 | 34
met3 | 2 | 136
met2 | 18 | 564
met1 | 258 | 746
li1 | 280 | -
[final timing paths]
| path | startpoint | endpoint | slack (ns) |
|---|---|---|---|
| worst max-delay path | prescale[0] | bit_counter[4]$_DFFE_PN0P_ | 1.85 |
| worst min-delay path | edge_counter[0]$_DFF_PN0_ | edge_counter[0]$_DFF_PN0_ | 0.55 |
| worst max register to register | edge_counter[2]$_DFF_PN0_ | bit_counter[4]$_DFFE_PN0P_ | 2.74 |
| worst min register to register | edge_counter[0]$_DFF_PN0_ | edge_counter[0]$_DFF_PN0_ | 0.55 |
| max in group asynchronous | rst | edge_counter[4]$_DFF_PN0_ | 3.36 |
| min in group asynchronous | rst | edge_counter[5]$_DFF_PN0_ | 1.01 |
[power breakdown]
group,switching [mW],internal (mW)
combinational,0.0150,0.0210
sequential,0.00410,0.0974
clock,0.0291,0.0328
total,0.0482,0.151
[cell usage after synthesis]
| cell | number | share of area [%] |
|---|---|---|
| sky130_fd_sc_hd__o311ai_0 | 1 | 1.3 |
| sky130_fd_sc_hd__mux2i_1 | 4 | 5.9 |
| sky130_fd_sc_hd__xnor3_1 | 1 | 3.3 |
| sky130_fd_sc_hd__dfrtp_1 | 11 | 41 |
| sky130_fd_sc_hd__a211o_1 | 1 | 1.3 |
| sky130_fd_sc_hd__nor2_1 | 9 | 5.0 |
| sky130_fd_sc_hd__xor2_1 | 5 | 6.5 |
| sky130_fd_sc_hd__inv_1 | 4 | 2.2 |
| sky130_fd_sc_hd__nor2b_1 | 1 | 0.92 |
| sky130_fd_sc_hd__o21ai_1 | 1 | 0.74 |
| sky130_fd_sc_hd__o2111ai_1 | 1 | 1.3 |
| sky130_fd_sc_hd__nand2_1 | 6 | 3.3 |
| sky130_fd_sc_hd__nor3_1 | 1 | 0.74 |
| sky130_fd_sc_hd__nor3b_1 | 1 | 1.1 |
| sky130_fd_sc_hd__nor3_2 | 1 | 1.5 |
| sky130_fd_sc_hd__nand3_1 | 4 | 3.0 |
| sky130_fd_sc_hd__ha_1 | 3 | 5.5 |
| sky130_fd_sc_hd__or4_1 | 1 | 1.1 |
| sky130_fd_sc_hd__clkbuf_2 | 1 | 0.74 |
| sky130_fd_sc_hd__a21boi_1 | 1 | 1.1 |
| sky130_fd_sc_hd__o31ai_1 | 1 | 1.1 |
| sky130_fd_sc_hd__nand2b_1 | 3 | 2.8 |
| sky130_fd_sc_hd__xnor2_1 | 6 | 7.7 |
| sky130_fd_sc_hd__o41ai_1 | 1 | 1.3 |
[per-stage QoR]
stage,area [um^2],hold slack (ns),util (%)
floorplan,678,0.472,-
global placement,921,0.544,27.0
detailed placement,921,0.551,27.0
CTS,947,0.554,27.7
global route,947,0.570,27.7
finish,947,0.546,27.7
[area by class of cell]
cell class                 instances  area share [%]
clock buffer                       4            2.77
timing repair buffer              19            20.1
multi-input combinational         53            40.4
inverter                           4            1.59
tap                               46            6.08
sequential                        11            29.1
[cells by family (layout without fill, tap and decap cells)]
kind of cell,Yosys count,in the layout,synth area share (%)
AOI/OAI and AO/OA,7,7,8.12
xor gates and xnor gates,12,12,17.5
adders and majority gates,3,3,5.54
buffers and inverters,5,27,2.95
DFF,11,11,40.6
muxes,4,4,5.90
and+or+nand+nor,27,27,19.4
No activity file was given, so power comes from the tool's default toggle rates.
